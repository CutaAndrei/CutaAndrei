==> flow/design.v <==
module ALU 
(
      input [31:0] a,	 
      input [31:0] b,	 
      input [5:0] alu_control,  
	  output zero,			    
      output reg [31:0] result  
);	
always @(*) begin  
 case(alu_control)
      6'b100001: result = a + b;  
      6'b100011: result = a - b;  
	  6'b100100: result = a & b;  
      6'b100101: result = a | b;  
      6'b101011: if (a < b) 
		  			result = 32'd1;   
                 else result = 32'd0;
	  6'b111101: if ( a - b != 0 ) 	  
		               result = 32'd0;
	             else result = 32'd1;
      default: result = a + b;  
 endcase   
end	   
assign zero = (result == 32'd0) ? 1'b1: 1'b0;	  
endmodule
==> flow/run.sh <==
#!/bin/bash
# OpenROAD 26Q1-2900-gdf79404cd8, Yosys 0.63+post, stock flow scripts
make -C /OpenROAD-flow-scripts/flow DESIGN_CONFIG=/design/flow/config.mk WORK_HOME=/design/flow/orfs finish
==> flow/config.mk <==
export PLATFORM = sky130hd
export DESIGN_NAME = ALU
export DESIGN_NICKNAME = ALU
export VERILOG_FILES = /design/flow/design.v
export SDC_FILE = /design/flow/constraint.sdc
export NUM_CORES = 4
export LEC_CHECK = 1
export CORE_UTILIZATION = 30
==> flow/constraint.sdc <==
current_design ALU

set clk_period 17.2
set clk_io_pct 0.2

create_clock -name clk0 -period $clk_period

set non_clock_inputs [all_inputs -no_clocks]
set_input_delay [expr $clk_period * $clk_io_pct] -clock clk0 $non_clock_inputs
set_output_delay [expr $clk_period * $clk_io_pct] -clock clk0 [all_outputs]
==> results.json <==
{
  "via_per_inst": 5.88,
  "die-area_um2": 21600,
  "setup_viol": 0,
  "cp_cell_sequence": "buf_2 > buf_4 > nand2_1 > a2111oi_2 > o21a_1 > buf_4 > o221a_2 > o21a_1 > o211ai_1 > nor4_1 > nand4b_1 > nor4b_1 > nand4b_1 > nor4_2 > clkdlybuf4s50_1",
  "first_global_vias": 7035,
  "cts_setup_buffers": 0,
  "detail-route-antenna-nets": 0,
  "slowest_stage": "o21a_1",
  "relSlewSlack_pct": 29.6,
  "num_vias": 7480,
  "critPathKind": "in -> out",
  "routedWlPerCell_um": 19.5,
  "synth_chip_area_um2": 6310,
  "ys_cells": 942,
  "area_growth_pct": 19.1,
  "cp-end-kind": "output pin",
  "nClkBuffers": 0,
  "cp-start-kind": "input pin",
  "route.detailed.drc": 0,
  "worst-path-buf-inv": 4,
  "final.setup.tns_ps": 0,
  "io_pins": 103,
  "core_um2": 20400,
  "postSynthSeqShare_pct": 0,
  "io_buffers": 103,
  "drt_iter0_drc": 786,
  "synthTopCellsByArea": "ha_1 (19%), a21oi_1 (6.2%), inv_1 (5.5%)",
  "drive_gt1_share_pct": 6.19,
  "rsz0062_at_grt": "no",
  "seq_cells": 0,
  "synth_top_area_share_pct": 19.0,
  "powerDensity_nw_per_um2": 37.7,
  "netlist_instances": 942,
  "critPathMaxStageDelay_ps": 580,
  "worstPathMaxFanout": 62,
  "top_area_cell": "ha_1",
  "grt_usage_pct": 23.0,
  "dpl_cell_area_um2": 7510,
  "hold_viol_final": 0,
  "arrival_ps": 8500,
  "synth.cell_area_um2": 6310,
  "synth.distinct_cells": 96,
  "overflow": 0,
  "tool_warnings": 96,
  "hold_path.class": "in -> out",
  "worstMarginPinSlew_ps": 1040,
  "fmax_mhz": 83.8,
  "final_cell_mix": "clkdlybuf4s50_1 (102), ha_1 (96), inv_1 (92), nor2_1 (91), a21oi_1 (78)",
  "avgSynthCellArea_um2": 6.70,
  "p_leak_nw": 3.07,
  "fp_util_pct": 30.9,
  "min_period_over_period_pct": 69.4,
  "cts-resized-gates": 0,
  "post-route-min-period_ps": 11940,
  "final_area_um2": 7510,
  "vdd.ir_drop.worst_mv": 0.0171,
  "lay_top_count": "clkdlybuf4s50_1",
  "die_h_um": 147,
  "num_rows": 52,
  "dp_hpwl_um": 20000,
  "status": "finished clean",
  "grt_pass1_wl_um": 39200,
  "layout_setup_ws_ps": 5260,
  "drv_slew": 0,
  "gp_congestion": 0.993,
  "grt_max_degree": 63,
  "regArea_um2": 0,
  "critPathRequiredTime_ps": 13760,
  "cts_hold_buffers": 0,
  "nFillCells": 2239,
  "final_core_utilization_pct": 36.8,
  "cp_top_family": "simple AND/OR/NAND/NOR gates",
  "yosysWarnings": 1,
  "antenna_found_initial": 1,
  "drtPass1Iterations": 6,
  "cap_violations": 0,
  "hold_slack_ps": 8090,
  "die_w_um": 147,
  "post-place-ws_ps": 5380,
  "finalWirelength_um": 24800
}
[Yosys cell counts (5+ instances only)]
master / instances
or3_1: 10
o22ai_1: 10
buf_2: 11
o221ai_1: 11
ha_1: 96
a21o_1: 16
or2_2: 6
a31o_2: 5
nor2_1: 91
inv_1: 92
o221a_2: 5
a21oi_1: 78
nor2b_1: 18
o21bai_1: 12
nor4_1: 17
o21a_1: 10
inv_2: 7
nand4_1: 12
o21ai_1: 8
xnor2_1: 15
o31ai_1: 10
buf_1: 5
nor3_1: 17
a22o_1: 6
o211ai_1: 23
a221o_1: 6
and2_1: 11
a211oi_1: 19
a221oi_1: 9
a31oi_1: 12
mux2i_1: 13
nand2b_1: 10
nand3_1: 13
nand2_1: 61
clkbuf_1: 34
o21ai_0: 49
[path summary, 6_finish.rpt]
kind                        from    endpoint  slack, ps  depth (start not counted)
hold / removal    alu_control[0]  result[25]       8090                          5
setup / recovery  alu_control[0]        zero       5260                         15
[layout make-up]
class                           instances  area, µm²  area share (%)
Antenna cell                            1       2.50          0.0333
Inverter                               99        372            4.95
Tap cell                              270        338            4.50
Timing Repair Buffer                  113       1100            14.7
Multi-Input combinational cell        789       5700            75.9
[worst min-delay path: stages]
cell and delay [ps]:
buf_2 90, buf_4 310, o21ai_0 260, o22ai_1 110, clkdlybuf4s50_1 410
[layer usage]
metal  wire length [µm]  track usage [%]  up-vias
met5                  0                0        -
met4                743             6.08        0
met3               2150             2.66       64
met2              10900             36.3      396
met1              11100             33.2     3384
li1                   -                -     3636
[report_power, final]
group	internal, mW	switching [mW]
registers	0	0
logic	0.120	0.163
clock network	0.0000000218	0
total	0.120	0.163
[cells by family (layout without fill, tap and decap cells)]
family	after synthesis	count (layout)	share of synthesized area [%]
simple gates	307	307	25.8
buf+inv	153	212	9.68
compound gates	352	352	40.1
xor+xnor	18	18	2.50
fa+ha+maj	98	98	19.7
other cells	0	1	0
mux	14	14	2.24
[through the flow]
stage               power, mW  cells
floorplan               0.173    942
global placement        0.279   1271
detailed placement      0.277   1271
CTS                     0.279   1271
global route            0.308   1271
finish                  0.283   1272
No activity file was given, so power comes from the tool's default toggle rates.
