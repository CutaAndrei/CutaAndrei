==> design/flow/design.v <==
module rpp #(parameter N = 32)	  
(	
	input clk,					 
	input rst ,					 
	input load,   				 
	input [N-1:0] WriteData, 	 
	output[N-1:0] ReadData       
);
reg[N-1:0] tmp;	        		 
always@(posedge clk)	 
    if(rst)
		tmp = {N{1'b0}};		 
	else 
		if(load)			 	 
			tmp = WriteData;     
assign ReadData = tmp;           
endmodule
==> design/flow/run.sh <==
#!/bin/bash
# OpenROAD 26Q1-2900-gdf79404cd8, Yosys 0.63+post, stock flow scripts
make -C /OpenROAD-flow-scripts/flow DESIGN_CONFIG=/design/flow/config.mk WORK_HOME=/design/flow/orfs finish
==> design/flow/config.mk <==
export PLATFORM = sky130hd
export DESIGN_NAME = rpp
export DESIGN_NICKNAME = rpp
export VERILOG_FILES = /design/flow/design.v
export SDC_FILE = /design/flow/constraint.sdc
export NUM_CORES = 4
export LEC_CHECK = 1
export CORE_UTILIZATION = 30
==> design/flow/constraint.sdc <==
current_design rpp

set clk_period 1.0
set clk_io_pct 0.2

create_clock -name clk0 -period $clk_period [get_ports {clk}]

set non_clock_inputs [all_inputs -no_clocks]
set_input_delay [expr $clk_period * $clk_io_pct] -clock clk0 $non_clock_inputs
set_output_delay [expr $clk_period * $clk_io_pct] -clock clk0 [all_outputs]
==> impl_metrics.csv <==
group,metric,value,unit
placement,dpl.cell_count,213,
route,wl,2350,um
pwr,ir_drop,940,uV
setup_path,worst-setup-path-type,"flip-flop to output port",
clock_network,cts_sinks,32,
synthesis,synth_top_area_share,55.1,%
pwr,p_leak,0.874,nW
timing,finalSetupViolCount,0,
synthesis,ys_area,1160,um^2
synthesis,edf_count,0,
cells_and_area,instances_no_fill,221,
synthesis,ys_types,6,
grt,first_global_vias,879,
clock_network,htree_levels,2,
cells_and_area,final_cell_area,1920,um^2
grt,grt_max_degree,33,
flow_run,warning_count,25,
route,antenna_left,0,
clock_network,clock_path_buffers,2,
status,outcome,"finished clean",
flow_run,maxCapViolCount,0,
grt,grt_pass1_wl,3800,um
synthesis,async_reset_ff_share,0,%
floorplan,die_x,64.3,um
setup_path,r2r_setup_slack,380,ps
synthesis,yosysWarnings,1,
setup_path,r2r_start,"tmp[13]",
synthesis,ys.flop_type,"dfxtp_1",
placement,hpwlAfterDp,1680,um
setup_path,critPathMaxStageDelay,330,ps
route,vias,930,
route,drc,0,
placement,placed_area,1860,um^2
setup_path,cp_slowest_cell,"dfxtp_2",
setup_path,cp.arrival,760,ps
clock_network,clk_pin_slew,60,ps
grt,antenna_found_initial,0,
synthesis,top_area_cell,"dfxtp_1",
timing,period_used_share,96.1,%
timing,relSlewSlack,89.5,%
min_path,hold_path.class,"primary input to flip-flop",
setup_path,cp_top_family,"flip-flops",
placement,port_buffers,66,
min_path,holdPathEnd,"tmp[18]",
setup_path,cp_max_fo,2,
clock_network,cts_tree,"done",
timing,setup_tns,0,ps
timing,fmax,1.04,GHz
placement,place_congestion,0.671,
synthesis,yosysSeqAreaShare,55.1,%
clock_network,clock_latency,270,ps
setup_path,r2r_cells,2,
synthesis,top_cells_by_area,"dfxtp_1 55%, mux2i_1 28%, nor2_1 10%",
cells_and_area,drive_gt1_share,32.4,%
setup_path,critPathBufInv,1,
route,drtIter0Drc,23,
clock_network,cts_root_buffer,"clkbuf_8",
timing,slew_violations,0,
clock_network,hold_buffers,0,
synthesis,syn-cell-area,1160,um^2
grt,gr-usage-all-layers,12.1,%
setup_path,crit_required,800,ps
synthesis,common_cells,"32 x dfxtp_1, 32 x mux2i_1, 32 x nor2_1",
timing,worst_slew_pin_slew,153,ps
grt,grt_overflow,0,
synthesis,syn_inst,103,
clock_network,cts_buffers,5,
route,detail_route.vias_per_cell,4.21,
pwr,power,0.00277,W
synthesis,syn_area_per_cell,11.3,um^2
floorplan,num_io_pins,67,
cells_and_area,syn_to_final_growth,64.7,%
setup_path,timing.rr.end,"tmp[13]",
timing,hold_viol,0,
setup_path,crit_path_cell_trace,"clkdlybuf4s15_1",
timing,rsz0062_at_grt,"no",
setup_path,endpoint_kind,"output port",
min_path,hold_start,"load",
clock_network,post_cts_buffers,0,
floorplan,fp_util,31.5,%
setup_path,start_kind,"flip-flop",
timing,finalClockSkew,0,ps
synthesis,ys_cells,103,
floorplan,die_h,64.3,um
floorplan,coreArea,3690,um^2
cells_and_area,finalCoreUtilization,52.0,%
route,diodes,0,
floorplan,num_rows,22,
route,wl_per_cell,10.6,um
min_path,hold-path-cell-count,4,
route,firstDrtPassIters,4,
pwr,p_per_area,1450,nW/um^2
synthesis,ys_ff,32,
timing,finalCriticalPeriod,961,ps
cells_and_area,largest_reg_flops,32,
floorplan,chip_area,4130,um^2
-- final cells by class --
class	count	area, um^2
fillers	336	1770
multi-input cells	64	440
flip-flops and latches	32	681
well taps	48	60.1
repair buffers	69	646
clock buffers	8	90.1
-- layer usage --
| layer | up-vias | wire length (um) | track usage (%) | part of all wire, % |
|---|---|---|---|---|
| met2 | 44 | 972 | 17.9 | 41 |
| met4 | 0 | 46 | 1.94 | 2.0 |
| li1 | 476 | - | - | - |
| met3 | 5 | 293 | 6.34 | 12 |
| met1 | 405 | 1040 | 16.3 | 44 |
| met5 | - | 0 | 0 | 0 |
-- cell families after synthesis --
kind of cell / count (synthesis) / synth area share (%)
muxes: 32 / 27.5
DFF: 32 / 55.1
and+or+nand+nor: 32 / 10.3
buffers and inverters: 7 / 7.10
-- worst max path at each step --
stage / startpoint / end / slack [ps] / cells after the start
CTS: tmp[20] / ReadData[20] / 6 / 1
global route: tmp[17] / ReadData[17] / 1 / 1
finish: tmp[21] / ReadData[21] / 40 / 1
-- what timing repair did --
item / CTS / global route
gates resized: 96 / 14
endpoints found under the hold margin: 0 / 0
setup endpoints to repair: 32 / 14
pin swaps: 0 / 0
cloned: 0 / 0
-- where the power goes --
group / switching [W] / total (W) / leakage [nW] / internal, W
registers: 0.0000360 / 0.00140 / 0.275 / 0.00137
clock network: 0.000413 / 0.000972 / 0.0455 / 0.000560
logic: 0.000118 / 0.000395 / 0.553 / 0.000278
-- placed cells by master (no fill, tap or decap) --
| cell | Yosys | routed |
|---|---|---|
| clkbuf_1 | 3 | 2 |
| mux2i_1 | 32 | 32 |
| clkdlybuf4s15_1 | 0 | 18 |
| buf_2 | 0 | 1 |
| clkbuf_8 | 0 | 6 |
| dfxtp_2 | 0 | 32 |
| buf_12 | 3 | 3 |
| clkbuf_2 | 0 | 14 |
| nor2_1 | 32 | 32 |
| clkdlybuf4s50_1 | 0 | 33 |
-- through the flow --
step | setup WS [ps] | hold WS (ps)
final | 38.8 | 411
after global routing | 1.11 | 432
after CTS | 6.41 | 409
after detailed placement | -92.1 | 485
after global placement | -77.1 | 472
after floorplan | 207 | 272
Power and IR drop assume default switching activity.
