$ cat flow/run.sh
#!/bin/bash
# OpenROAD 26Q1-2900-gdf79404cd8, Yosys 0.63+post, stock flow scripts
make -C /OpenROAD-flow-scripts/flow DESIGN_CONFIG=/design/flow/config.mk WORK_HOME=/design/flow/orfs finish
$ cat flow/config.mk
export PLATFORM = sky130hd
export DESIGN_NAME = dcd_en
export DESIGN_NICKNAME = dcd_en
export VERILOG_FILES = /design/flow/design.v
export SDC_FILE = /design/flow/constraint.sdc
export NUM_CORES = 4
export LEC_CHECK = 1
export CORE_AREA = 10 10 70 70
export DIE_AREA = 0 0 80 80
$ cat flow/constraint.sdc
current_design dcd_en

set clk_period 1.6
set clk_io_pct 0.2

create_clock -name clk0 -period $clk_period

set non_clock_inputs [all_inputs -no_clocks]
set_input_delay [expr $clk_period * $clk_io_pct] -clock clk0 $non_clock_inputs
set_output_delay [expr $clk_period * $clk_io_pct] -clock clk0 [all_outputs]
$ cat flow/design.v
module dcd_en
(
	input 			  RegWrite ,	   
	input 	   [4:0]  WriteRegister,   
	output reg [31:0] EnableRegister   
); 
localparam I = 1'b0;			 
localparam A = 1'b1;			 
always@( RegWrite , WriteRegister )		    
	if(RegWrite)						    
		case(WriteRegister)				    
			1 :	EnableRegister = { I , A , {30{I}} };		   
			2 : EnableRegister = { { 2{I}} , A , {29{I}} };
			3 :	EnableRegister = { { 3{I}} , A , {28{I}} };
			4 : EnableRegister = { { 4{I}} , A , {27{I}} };
			5 : EnableRegister = { { 5{I}} , A , {26{I}} };
			6 : EnableRegister = { { 6{I}} , A , {25{I}} };
			7 :	EnableRegister = { { 7{I}} , A , {24{I}} };
			8 : EnableRegister = { { 8{I}} , A , {23{I}} };
			9 :	EnableRegister = { { 9{I}} , A , {22{I}} };
		   10 : EnableRegister = { {10{I}} , A , {21{I}} };
		   11 : EnableRegister = { {11{I}} , A , {20{I}} };
		   12 : EnableRegister = { {12{I}} , A , {19{I}} };
		   13 : EnableRegister = { {13{I}} , A , {18{I}} };
		   14 : EnableRegister = { {14{I}} , A , {17{I}} };
		   15 : EnableRegister = { {15{I}} , A , {16{I}} };
		   16 : EnableRegister = { {16{I}} , A , {15{I}} };
		   17 : EnableRegister = { {17{I}} , A , {14{I}} };
		   18 : EnableRegister = { {18{I}} , A , {13{I}} };
		   19 : EnableRegister = { {19{I}} , A , {12{I}} };
		   20 : EnableRegister = { {20{I}} , A , {11{I}} };
		   21 : EnableRegister = { {21{I}} , A , {10{I}} };
		   22 : EnableRegister = { {22{I}} , A , { 9{I}} };
		   23 : EnableRegister = { {23{I}} , A , { 8{I}} };
		   24 : EnableRegister = { {24{I}} , A , { 7{I}} };
		   25 : EnableRegister = { {25{I}} , A , { 6{I}} };
		   26 : EnableRegister = { {26{I}} , A , { 5{I}} };
		   27 : EnableRegister = { {27{I}} , A , { 4{I}} };
		   28 : EnableRegister = { {28{I}} , A , { 3{I}} };
		   29 : EnableRegister = { {29{I}} , A , { 2{I}} };
		   30 : EnableRegister = { {30{I}} , A ,  { 1{I}} };
		   31 : EnableRegister = { {31{I}} , A };
		   default : EnableRegister = {32{1'bx}};			 	 
		endcase	  
	else
		EnableRegister = {32{I}}; 								 
endmodule
==> node_exporter_impl.prom <==
# HELP chip_impl_metric Metrics from one implementation run
# TYPE chip_impl_metric gauge
chip_impl_metric{name="max_stage_delay",unit="ns"} 0.54
chip_impl_info{name="grt_setup_unrepaired",value="yes"} 1
chip_impl_info{name="synth_area_leaders",value="sky130_fd_sc_hd__nor2_1 46%, sky130_fd_sc_hd__nand4bb_1 14%, sky130_fd_sc_hd__nand4b_1 11%"} 1
chip_impl_metric{name="ys_cells",unit=""} 48
chip_impl_metric{name="layoutNonFillerInstCount",unit=""} 157
chip_impl_metric{name="fillCellCount",unit=""} 354
chip_impl_metric{name="final_core_util",unit=""} 0.2832
chip_impl_metric{name="post-route-period-util",unit=""} 0.9986
chip_impl_metric{name="finalHoldViolCount",unit=""} 0
chip_impl_metric{name="detail_route.antenna_diodes",unit=""} 0
chip_impl_metric{name="met3_usage",unit=""} 0.01932
chip_impl_metric{name="timing.fmax",unit="MHz"} 625.9
chip_impl_metric{name="clock_buffer_count",unit=""} 0
chip_impl_metric{name="routed_wl",unit="mm"} 1.978
chip_impl_metric{name="place_area",unit="sq um"} 696.9
chip_impl_info{name="gr-max-usage-layer",value="met2"} 1
chip_impl_info{name="min_from",value="WriteRegister[0]"} 1
chip_impl_metric{name="power_per_cell_area",unit="nW/um^2"} 154.0
chip_impl_metric{name="wire_length_of_the_first_global_routing_pass",unit="mm"} 3.049
chip_impl_metric{name="synthesis.area",unit="sq um"} 242.7
chip_impl_metric{name="nFlopsAndLatches",unit=""} 0
chip_impl_info{name="worst_setup_path_start_kind",value="primary input"} 1
chip_impl_info{name="cpMaxStageDelayCell",value="sky130_fd_sc_hd__or4b_4"} 1
chip_impl_metric{name="fraction_of_layout_instances_using_a_drive_strength_above_1",unit=""} 0.5946
chip_impl_metric{name="pin_count_of_the_biggest_net_entering_global_routing",unit=""} 9
chip_impl_metric{name="place.gp.congestion",unit=""} 0.7520
chip_impl_metric{name="io_pins",unit=""} 38
chip_impl_metric{name="floorplanUtilization",unit=""} 0.07106
chip_impl_info{name="setup.worst_path.start",value="WriteRegister[1]"} 1
chip_impl_info{name="end_kind",value="output pin"} 1
chip_impl_metric{name="final_antenna_net_count",unit=""} 0
chip_impl_metric{name="critPathBufInv",unit=""} 3
chip_impl_metric{name="antenna_found_initial",unit=""} 0
chip_impl_metric{name="dp_hpwl",unit="mm"} 1.425
chip_impl_metric{name="worstPathMaxFanout",unit=""} 2
chip_impl_metric{name="vdd.ir_drop.worst",unit="V"} 0.00004592
chip_impl_info{name="outcome",value="completed"} 1
chip_impl_metric{name="cts_hold_buf",unit=""} 0
chip_impl_metric{name="grt_overflow",unit=""} 0
chip_impl_metric{name="finalInstanceArea",unit="sq um"} 967.2
chip_impl_metric{name="drt_pass1_iterations",unit=""} 3
chip_impl_metric{name="die_height",unit="um"} 80
chip_impl_metric{name="cp_data_required_time",unit="ns"} 1.28
chip_impl_metric{name="io_buffers",unit=""} 37
chip_impl_metric{name="syn2layout_area_growth",unit="%"} 298.5
chip_impl_info{name="cpLargestDelayFamily",value="simple AND/OR/NAND/NOR gates"} 1
chip_impl_metric{name="report.final.setup_viol",unit=""} 0
chip_impl_metric{name="route.detailed.drc",unit=""} 0
chip_impl_metric{name="number_of_unique_standard_cell_types_used_by_synthesis",unit=""} 12
chip_impl_metric{name="rows",unit=""} 21
chip_impl_metric{name="worstPathArrival",unit="ns"} 1.28
chip_impl_metric{name="syn-instance-count",unit=""} 48
chip_impl_info{name="synth.cells.most_frequent",value="30 x sky130_fd_sc_hd__nor2_1, 3 x sky130_fd_sc_hd__clkbuf_1, 3 x sky130_fd_sc_hd__nand4b_1, 3 x sky130_fd_sc_hd__nand4bb_1, 2 x sky130_fd_sc_hd__nand2b_1"} 1
chip_impl_info{name="synth_dominant_cell_count",value="sky130_fd_sc_hd__nor2_1"} 1
chip_impl_metric{name="period_needed",unit="ns"} 1.598
chip_impl_info{name="critical_path_class",value="in -> out"} 1
chip_impl_metric{name="via_count_of_the_first_global_routing_pass",unit=""} 565
chip_impl_metric{name="grtUsageTotal",unit=""} 0.05704
chip_impl_info{name="critPathMostFrequentCell",value="sky130_fd_sc_hd__buf_6"} 1
chip_impl_metric{name="ff_latch_area",unit="sq um"} 0
chip_impl_info{name="critical_path.cell_chain",value="buf_6 > or4b_4 > buf_6 > nor2_4 > clkbuf_2"} 1
chip_impl_metric{name="ys_area",unit="sq um"} 242.7
chip_impl_metric{name="synth.yosys.warnings",unit=""} 1
chip_impl_metric{name="avgRoutedWirePerCell",unit="um"} 12.60
chip_impl_metric{name="route.vias.total",unit=""} 578
chip_impl_metric{name="post_synth.cell_area_avg",unit="sq um"} 5.057
chip_impl_info{name="top_area_cell",value="sky130_fd_sc_hd__nor2_1"} 1
chip_impl_metric{name="tool_warnings",unit=""} 34
chip_impl_metric{name="timing.max_cap.violations",unit=""} 0
chip_impl_metric{name="core-area",unit="sq um"} 3416
chip_impl_metric{name="synthDominantCellAreaShare",unit=""} 0.4639
chip_impl_metric{name="routed_via_density",unit=""} 3.682
chip_impl_metric{name="detail_route.iter0.violations",unit=""} 28
chip_impl_metric{name="global_route.usage.met2",unit=""} 0.1051
chip_impl_metric{name="leakage",unit="nW"} 0.5049
chip_impl_info{name="hold_class",value="in -> out"} 1
chip_impl_metric{name="slew_viol_final",unit=""} 0
chip_impl_metric{name="chip_area",unit="sq um"} 6400
chip_impl_metric{name="fraction_of_the_yosys_area_taken_by_sequential_cells",unit=""} 0
chip_impl_metric{name="fin_worst_hold_slack",unit="ns"} 1.041
chip_impl_metric{name="floorplan.die.width",unit="um"} 80
chip_impl_metric{name="multiInputGateArea",unit="sq um"} 356.6
chip_impl_metric{name="use_met1",unit=""} 0.06530
chip_impl_metric{name="post-place-cells",unit=""} 133
==> tightest hold or removal path, stage by stage <==
cell                       delay (ns)
sky130_fd_sc_hd__buf_6           0.07
sky130_fd_sc_hd__or4b_4          0.12
sky130_fd_sc_hd__buf_6           0.09
sky130_fd_sc_hd__nor2_4          0.03
sky130_fd_sc_hd__clkbuf_2        0.08
==> cell families (layout without fill, tap and decap cells) <==
family / after synthesis / count (layout) / share of synthesized area
AND/OR/NAND/NOR: 43 / 43 / 0.9073
buffers and inverters: 4 / 67 / 0.07733
other: 1 / 1 / 0.01545
==> final cells by class <==
class	count	area share
well taps	46	0.05951
repair buffers	67	0.5718
multi-input cells	44	0.3687
==> layer usage <==
metal	vias to the layer above	part of all wire
met5	-	0
met1	274	0.39
met2	17	0.50
met4	0	0
li1	287	-
met3	0	0.11
==> final timing paths <==
check	to	slack [ns]	cells after the start
worst max-delay path	EnableRegister[19]	0.002	5
worst min-delay path	EnableRegister[19]	1.04	5
==> report_power, final <==
group          leakage (nW)  internal (mW)  switching, mW
registers                 0              0              0
clock network             0              0              0
logic                 0.505         0.0865         0.0625
==> stage by stage <==
step	TNS (ns)	worst slack [ns]	power, mW
CTS	-0.1962	-0.08037	0.1368
global placement	-15.82	-0.6588	0.08023
global route	-0.05977	-0.02273	0.1596
floorplan	0	0.3330	0.02606
finish	0	0.002292	0.1490
detailed placement	-16.21	-0.6610	0.08163
==> cell usage in the layout, fill, tap and decap left out <==
master,Yosys,final
sky130_fd_sc_hd__buf_8,0,2
sky130_fd_sc_hd__nor4b_4,0,1
sky130_fd_sc_hd__nand4bb_4,0,3
sky130_fd_sc_hd__or4b_4,0,1
sky130_fd_sc_hd__conb_1,1,1
sky130_fd_sc_hd__buf_4,1,19
sky130_fd_sc_hd__nor2_2,0,7
sky130_fd_sc_hd__or2_4,0,1
sky130_fd_sc_hd__nor2_4,0,3
sky130_fd_sc_hd__clkdlybuf4s15_1,0,2
sky130_fd_sc_hd__nor2_1,30,20
sky130_fd_sc_hd__dlymetal6s2s_1,0,1
sky130_fd_sc_hd__nand4_1,1,1
sky130_fd_sc_hd__nand2_4,0,1
sky130_fd_sc_hd__nand2b_4,0,2
sky130_fd_sc_hd__nand4b_1,3,3
sky130_fd_sc_hd__clkbuf_2,0,3
sky130_fd_sc_hd__buf_2,0,12
sky130_fd_sc_hd__buf_6,0,11
sky130_fd_sc_hd__dlygate4sd2_1,0,17
==> what timing repair did <==
| action | 4_1_cts | 5_1_grt |
|---|---|---|
| resized | 106 | 16 |
| pin swaps | 33 | 8 |
| buffers inserted | 23 | 4 |
| cloned | 0 | 0 |
| setup endpoints to repair | 31 | 18 |
Power is estimated from default activity; no workload was simulated.
